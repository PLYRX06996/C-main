## flow/config.mk

```make
export PLATFORM = sky130hd
export DESIGN_NAME = alu_4bit_struct
export DESIGN_NICKNAME = alu_4bit_struct
export VERILOG_FILES = /design/flow/design.v
export SDC_FILE = /design/flow/constraint.sdc
export NUM_CORES = 4
export LEC_CHECK = 1
export CORE_AREA = 10 10 70 70
export DIE_AREA = 0 0 80 80
```

## flow/constraint.sdc

```tcl
current_design alu_4bit_struct

set clk_period 3.2
set clk_io_pct 0.2

create_clock -name clk0 -period $clk_period

set non_clock_inputs [all_inputs -no_clocks]
set_input_delay [expr $clk_period * $clk_io_pct] -clock clk0 $non_clock_inputs
set_output_delay [expr $clk_period * $clk_io_pct] -clock clk0 [all_outputs]
```

## flow/design.v

```verilog
module alu_1bit (
    input A, B, Cin,
    input [1:0] S,
    output reg F,
    output Cout
);
    wire and_out, or_out, xor_out, sum;
    assign and_out = A & B;
    assign or_out = A | B;
    assign xor_out = A ^ B;
    assign {Cout, sum} = A + B + Cin;
    always @(*) begin
        case(S)
        2'b00: F = and_out;
        2'b01: F = or_out;
        2'b10: F = xor_out;
        2'b11: F = sum;
        default: F = 1'b0;
        endcase
    end
endmodule
module alu_4bit_struct (
    input [3:0] A, B,
    input [1:0] S,
    input Cin,
    output [3:0] F,
    output Cout
);
    wire [2:0] carry;
    alu_1bit alu0 (.A(A[0]), .B(B[0]), .Cin(Cin), .S(S), .F(F[0]), .Cout(carry[0]));
    alu_1bit alu1 (.A(A[1]), .B(B[1]), .Cin(carry[0]), .S(S), .F(F[1]), .Cout(carry[1]));
    alu_1bit alu2 (.A(A[2]), .B(B[2]), .Cin(carry[1]), .S(S), .F(F[2]), .Cout(carry[2]));
    alu_1bit alu3 (.A(A[3]), .B(B[3]), .Cin(carry[2]), .S(S), .F(F[3]), .Cout(Cout));
endmodule
```

## flow/run.sh

```bash
#!/bin/bash
# OpenROAD 26Q1-2900-gdf79404cd8, Yosys 0.63+post, stock flow scripts
make -C /OpenROAD-flow-scripts/flow DESIGN_CONFIG=/design/flow/config.mk WORK_HOME=/design/flow/orfs finish
```

==> run summary <==
run results: # diodes=0, post-route clock period utilization=103%, Slew @ Worst Pin=approximately 0.23 ns, DRC violations left=0, top achievable clock speed=0.303 GHz, final hold vios=0, Initial DRC Count=3, max-cap violation count=0, Final Util=between 10% and 20%, Fillers=between 300 and 400, Worst setup EP type=output port, Chip Area, Yosys=between 300 and 400 um^2, syn avg cell area=10.4 um^2, Critical Path Sink=F[3], Final Critical Period=around 3.3 ns, Detailed Routing Iterations Pass 1=2, Syn. warnings=1, chip width=80 um, initial antenna violation count=0, CP startpoint=B[0], Tool Warnings=38, Largest stage delay, worst path=0.47 ns, Crit Path Class=in2out, Most Frequent Cell on Critical Path=fa_2, critical path fanouts, max=2, number of global-route vias before repair=approximately 280, worst hold path startpoint=S[1], final WL=just over 800 um, status=complete, but fails checks, required time of the critical path=around 2.6 ns, max_slew headroom=a little over four fifths, Clk pwr share=0%, Pwr Total=69.0 uW, sw frac=between 30% and 40%, Seq pwr share=0%, final setup fails=1, antenna-violating nets left=0, Vias=287, Top area cell types=mux4_1 (28%), ha_1 (27%), fa_1 (21%), chip area=roughly 6400 um^2, Die Span Y=~80 um, # clk buffers=0, Via density=around 2.9, combinational share of power=roughly 100%, Flops=0, area grow syn2layout=61.3%, comb. cell area=approximately 290 um^2, Final WS setup=-0.0976 ns, layout cells sized above 1=about a third, leading area contributor after synthesis=mux4_1, Lkg Pwr=about 0.0003 uW, detailed placement HPWL=774 um, Total GRT Usage=under 10%, crit path cell chain=buf_8 -> fa_2 -> inv_2 -> fa_2 -> fa_2 -> inv_2 -> fa_1 -> mux4_2 -> buf_2, Crit-path slowest cell=mux4_2, DR WL/cell=between 8 and 9 um, row count=21, grt ovf=0, synth unique cells=5, largest net degree at the start of global routing=5, Synth Instances=36, Slew Viols, Final=0, Post-synth seq share=0%, cells in synth_stat.txt=36, mapped cell area=375 um^2, Worst EP arrival=between 2 and 3 ns, sequential cell area=0 um^2, RSZ-0062 raised after global routing=yes, first-pass GRT wire length=roughly 1.2 mm, Int Pwr=around 47 uW, Top cell area share=about 28%, Ports=16, Setup crit start kind=primary input, PwrDens=114 nW/um^2, Net Switching=22.5 uW, Init Core Util=between 10% and 20%, failing checks=negative setup slack, IO Port Bufs=16, core area=roughly 3400 um^2, Placer Congestion=0.705, Hold Path Class=in2out, Peak supply drop=0.0163 mV
==> power by group through the flow <==
stage	clock (uW)	sequential [uW]	combinational (uW)
after CTS	0	0	70.9
after global routing	0	0	79.3
final	0	0	69.0
==> synthesized netlist by cell type <==
library cell   n
buf_4          4
fa_1           4
ha_1           8
inv_1         16
mux4_1         4
==> per-layer routing <==
layer	GRT usage [%]	vias up	part of all wire, %
li1	-	142	-
met5	0	-	0
met3	0.455	0	7.8
met4	0	0	0
met1	2.37	138	34
met2	4.74	7	58
==> logic make-up (layout without fill, tap and decap cells) <==
family     Yosys count  after routing  synth area share, %
buf+inv             20             37                 24.0
mux                  4              4                 28.0
fa+ha+maj           12             12                 48.0
==> critical path: cells and delay by family <==
kind | cells | cell delay [ns]
buffers and inverters | 4 | 0.30
adder cells (fa/ha/maj) | 4 | 1.25
multiplexers | 1 | 0.47
==> placed cells by master (no fill, tap or decap), drive strengths merged <==
cell / n
ha: 8
inv: 16
clkbuf: 1
buf: 9
clkdlybuf4s50: 9
clkdlybuf4s15: 2
mux4: 4
fa: 4
==> how the worst min path moves through the flow <==
| stage | end | slack, ns | depth (start not counted) |
|---|---|---|---|
| after CTS | F[3] | 2.11 | 3 |
| after global routing | F[3] | 2.12 | 3 |
| final | F[3] | 2.09 | 3 |
==> repair_timing <==
action / 4_1_cts / 5_1_grt
setup buffers: 1 / 0
setup endpoints to repair: 4 / 1
resized: 31 / 3
hold buffers: 0 / 0
pin swaps: 4 / 4
==> area by class of cell <==
type                            instances  share of cell area [%]
Multi-Input combinational cell         16                    47.7
Tap cell                               46                    9.50
Timing Repair Buffer                   21                    32.9
Inverter                               16                    9.92
==> metrics by stage <==
stage	instance area [um^2]	setup slack, ns	TNS, ns	cells	hold slack [ns]
finish	606	-0.0976	-0.0976	99	2.09
global route	606	-0.177	-0.177	99	2.12
CTS	606	-0.152	-0.152	99	2.11
detailed placement	592	-0.936	-2.12	98	2.44
global placement	592	-0.915	-2.06	98	2.45
floorplan	374	0.0130	0	36	1.39
Power is estimated from default activity; no workload was simulated.
