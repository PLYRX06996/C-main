==> ./design.v <==
module alu_4bit (
    input [3:0] A, B,
    input Cin,
    input [1:0] S,
    output reg [3:0] F,
    output reg Cout
);
    always @(*) begin
        case(S)
            2'b00: F = A & B;           
            2'b01: F = A | B;           
            2'b10: F = A ^ B;           
            2'b11: {Cout, F} = A + B + Cin;  
            default: F = 4'b0000;
        endcase
    end
endmodule
==> ./run.sh <==
#!/bin/bash
# OpenROAD 26Q1-2900-gdf79404cd8, Yosys 0.63+post, stock flow scripts
make -C /OpenROAD-flow-scripts/flow DESIGN_CONFIG=/design/flow/config.mk WORK_HOME=/design/flow/orfs finish
==> ./config.mk <==
export PLATFORM = sky130hd
export DESIGN_NAME = alu_4bit
export DESIGN_NICKNAME = alu_4bit
export VERILOG_FILES = /design/flow/design.v
export SDC_FILE = /design/flow/constraint.sdc
export NUM_CORES = 4
export LEC_CHECK = 1
export CORE_AREA = 10 10 70 70
export DIE_AREA = 0 0 80 80
==> ./constraint.sdc <==
current_design alu_4bit

set clk_period 2.5
set clk_io_pct 0.2

create_clock -name clk0 -period $clk_period

set non_clock_inputs [all_inputs -no_clocks]
set_input_delay [expr $clk_period * $clk_io_pct] -clock clk0 $non_clock_inputs
set_output_delay [expr $clk_period * $clk_io_pct] -clock clk0 [all_outputs]
==> flow_summary.yaml <==
# synthesis and place-and-route metrics
drt:
  via_per_inst: 3.25
  vias: 370
  drc: 0
  diodes: 0
  drt_first_pass_iters: 2
  drt_wl_total_um: 980
  drt_iter0_drc: 4
  wl_per_cell_um: 8.60
  antenna_left: 0
critical_path:
  cp-end-kind: "output pin"
  crit_family: "buffers and inverters"
  critPathKind: "in2out"
  worstPathArrival_ns: 1.90
  cp_cell_sequence: "clkdlybuf4s50_1 -> buf_6 -> mux4_2 -> dlygate4sd2_1"
  startpoint_type: "input pin"
  cp.required_ns: 2.00
  cpMaxStageDelayCell: "clkdlybuf4s50_1"
  slowest_delay_ns: 0.50
  critPathMaxFanout: 11
  critPathBufInv: 3
power:
  powerDensity_nw_per_um2: 157
  power.total_uw: 102
  total_leakage_power_nw: 0.307
  irDropWorstVdd_mv: 0.0274
logic_synthesis:
  topCellsByArea: "ha_1 (28%), fa_1 (11%), inv_1 (10%)"
  ys_ff: 1
  mux_share_pct: 9.09
  ys_cells: 45
  top_area_cell: "ha_1"
  ys_types: 18
  yosys.area.top_type_share_pct: 28.0
  synthSimpleGateAreaFrac_pct: 13.6
  topCombFamilyByArea: "adder cells"
  ys_sh_aoi_pct: 18.2
  synthAdderAreaFrac_pct: 39.2
  syn_area_per_cell_um2: 7.95
  syn_area_um2: 358
  synth_cells: 45
  xor_area_share_pct: 2.45
  yosys-stat-area_um2: 358
  yosys_warnings: 1
die:
  die_area_um2: 6400
  row_count: 21
  initCoreUtil_pct: 10.5
  core_um2: 3420
  chipHeight_um: 80
  io_pins: 16
  fp.dieW_um: 80
sta:
  setup_viol: 0
  relSlewSlack_pct: 80.7
  fin_ws_ns: 0.0953
  timing.fmax_ghz: 0.416
  finalMaxSlewViolations: 0
  untimed_endpoints: 2
  min_period_ns: 2.40
  final_hold_viol_count: 0
  tightest_slew_ns: 0.288
  unclocked_regs: 1
  finalClockPeriodUsage_pct: 96.2
  rsz0062_at_grt: "no"
  fin_tns_setup_ns: 0
  whs_ns: 1.59
finish:
  lay_top_cells: "buf_4 (8), dlygate4sd2_1 (6)"
  synthToLayoutAreaGrowth_pct: 81.1
  drive_above_1_share_pct: 41.2
  final_core_util_pct: 19.0
  largest_reg_flops: 1
  layout_top_cell: "buf_4"
placed_design:
  io_buffers: 16
  gp_congestion: 0.733
  dp_slack_ns: -0.626
  dpl.hpwl_um: 873
grt:
  grt_use_total_pct: 3.04
  grt_pass1_vias: 377
  grt_max_degree: 12
  gr-total-overflow: 0
  grt_pass1_wl_mm: 1.64
  grt_antenna_before_repair: 0
worst_hold_path:
  hp-class: "in2out"
job:
  maxCapViolations: 0
  warnings: 36
cts:
  hold_buffers: 0
status:
  status: "completed"
## synth_stat cells, drive strengths merged
| master | n |
|---|---|
| a211oi | 1 |
| and2b | 1 |
| buf | 2 |
| dlxtn | 1 |
| fa | 2 |
| ha | 8 |
| inv | 10 |
| mux2i | 1 |
| mux4 | 1 |
| nand2 | 5 |
| nand2b | 1 |
| nor2b | 1 |
| o211ai | 3 |
| o21ai | 6 |
| or4b | 1 |
| xnor2 | 1 |
## layer usage
layer	wire length [µm]	GRT usage (%)
met1	380	3.55
met2	560	5.86
met3	39	0.568
met4	0	0
met5	0	0
## cell type report
class	count	area, µm²
fillers	380	2770
multi-input cells	32	342
repair buffers	25	196
well taps	46	57.6
inverters	10	37.5
flip-flops and latches	1	15.0
## power breakdown
group / internal (mW) / leakage (nW) / switching, mW
Sequential: 0.00234 / 0.00806 / 0.000310
Combinational: 0.0594 / 0.299 / 0.0397
Clock: 0 / 0 / 0
Total: 0.0618 / 0.307 / 0.0400
## what timing repair did
| item | 4_1_cts | 5_1_grt |
|---|---|---|
| setup endpoints to repair | 4 | 4 |
| pin swaps | 4 | 3 |
| buffers inserted | 1 | 0 |
| gates cloned | 0 | 0 |
| gates resized | 29 | 9 |
## cells by family (layout without fill, tap and decap cells)
family	Yosys count	count (layout)
latches	1	1
compound gates	10	10
mux	2	2
simple gates	9	9
xor+xnor	1	1
fa+ha+maj	10	10
buf+inv	12	35
## stage by stage
| stage | instances | area, µm² |
|---|---|---|
| final | 114 | 648 |
| after global routing | 114 | 648 |
| after CTS | 114 | 649 |
| after detailed placement | 113 | 626 |
| after global placement | 113 | 626 |
| after floorplan | 45 | 358 |
## path summary, 6_finish.rpt
check | start | end | slack, ns | cells after the start
worst min-delay path | A[3] | F[3] | 1.59 | 5
worst max-delay path | S[0] | F[0] | 0.1 | 4
Power figures rest on the tool's default switching activity, not on a simulated workload.
