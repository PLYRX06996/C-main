==> design.v <==
module FourBitAdder (
    input  [3:0] A, 
    input  [3:0] B, 
    input        Cin,  
    output [3:0] Sum,
    output       Cout
);
    wire C0, C1, C2;
    FullAdder FA0 (.A(A[0]), .B(B[0]), .Cin(Cin), .Sum(Sum[0]), .Cout(C0));
    FullAdder FA1 (.A(A[1]), .B(B[1]), .Cin(C0),  .Sum(Sum[1]), .Cout(C1));
    FullAdder FA2 (.A(A[2]), .B(B[2]), .Cin(C1),  .Sum(Sum[2]), .Cout(C2));
    FullAdder FA3 (.A(A[3]), .B(B[3]), .Cin(C2),  .Sum(Sum[3]), .Cout(Cout));
endmodule
module FullAdder (
    input A, B, Cin,
    output Sum, Cout
);
    assign {Cout, Sum} = A + B + Cin;
endmodule
==> run.sh <==
#!/bin/bash
# OpenROAD 26Q1-2900-gdf79404cd8, Yosys 0.63+post, stock flow scripts
make -C /OpenROAD-flow-scripts/flow DESIGN_CONFIG=/design/flow/config.mk WORK_HOME=/design/flow/orfs finish
==> config.mk <==
export PLATFORM = sky130hd
export DESIGN_NAME = FourBitAdder
export DESIGN_NICKNAME = FourBitAdder
export VERILOG_FILES = /design/flow/design.v
export SDC_FILE = /design/flow/constraint.sdc
export NUM_CORES = 4
export LEC_CHECK = 1
export CORE_AREA = 10 10 70 70
export DIE_AREA = 0 0 80 80
==> constraint.sdc <==
current_design FourBitAdder

set clk_period 3.0
set clk_io_pct 0.2

create_clock -name clk0 -period $clk_period

set non_clock_inputs [all_inputs -no_clocks]
set_input_delay [expr $clk_period * $clk_io_pct] -clock clk0 $non_clock_inputs
set_output_delay [expr $clk_period * $clk_io_pct] -clock clk0 [all_outputs]
==> deck_impl_summary.md <==
Physical Implementation Snapshot

Die
  • I/O pins: 14
  • Starting density of the core: 0.0432
  • Chip width: 80 um
  • DIE AREA: 6400 um^2
  • Area of the core: 3420 um^2
  • Die span in y: 80 um
  • Row count: 21

Critical path
  • Arr. time, crit path: 2280 ps
  • Critical Path RT: 2400 ps
  • Critical path's slowest cell: fa_1
  • Critical Path End Type: output port
  • CP peak stage delay: 400 ps
  • Crit path max fanout: 1
  • Startpoint types: input pin
  • Setup CP Type: input pin to output port
  • Cells along the critical path: buf_2 -> inv_2 -> fa_2 -> inv_2 -> fa_2 -> fa_2 -> inv_2 -> fa_1 -> inv_1 -> buf_2

STA
  • Post-route worst setup slack: 123 ps
  • Worst slew margin: 0.928
  • Unrepaired setup endpoints after global routing: false
  • Setup violations, final: 0
  • Period utilization: 0.959
  • Max Slew Vio Count: 0
  • Worst Max-Slew Pin Slew: 108 ps
  • Minimum clock period: 2880 ps
  • Final count of hold timing violations: 0
  • Max Freq: 0.348 GHz

Route
  • Vias: 124
  • Routed length on met1: 218 um
  • Drt wl/cell: 5.31 um
  • Drt first-iter violations: 0
  • Post-route DRC: 0
  • Diodes inserted: 0
  • DR vias/cell: 1.68
  • Total Wirelength: 393 um
  • Highest metal used: met3
  • DR WL met3: 93 um
  • Initial DRT Pass Iterations: 1
  • Met2 WL post-DR: 80 um
  • Post-route ant nets: 0

Finish
  • Layout Utilization: 0.0894
  • Most frequent cells in the layout: clkdlybuf4s50_1 (6), inv_1 (5), inv_2 (5), fa_2 (3)
  • Clock buffer cells: 0
  • FF/Latch Area: 0 um^2
  • Registers: 0
  • Comb gate area: 87.6 um^2
  • Share of layout cells above drive strength 1: 0.429
  • Layout area overhead: 107%
  • Post-Layout Cell Count: 74
  • Most frequent logic cell in the layout: clkdlybuf4s50_1
  • Layout fillers: 399

Synth
  • Ys cells: 18
  • Chip Area, Yosys: 148 um^2
  • Max-area cell share: 0.542
  • Post-synth seq share: 0
  • Top cells, area: fa_1 (54%), inv_1 (25%), buf_4 (20%)
  • Cell taking the most area after synthesis: fa_1
  • Yosys warning tally: 0
  • Avg Inst Size Synth: 8.20 um^2
  • Post-synthesis instance total: 18
  • Distinct lib cells: 3
  • Cell area after synthesis: 148 um^2

Power
  • Leakage Power: 0.151 nW
  • VDD IR max: 0.0391 mV
  • Final total power: 0.0414 mW
  • PwrDens: 136 nW/um^2

Place
  • Pre-CTS setup slack: -661 ps
  • Placed cells: 74
  • Routability Congestion: 0.788
  • Hpwl dp: 386 um
  • Port bufs: 14

Global routing
  • Initial antenna violation count: 0
  • GRT overflow: 0
  • All-Layer GR Usage: 0.0125
  • Largest net degree at the start of global routing: 2
  • Vias in the first global route: 142
  • First-pass GRT wire length: 641 um

Run status
  • Run status: finished, final reports clean

Worst hold path
  • Worst Hold End: Sum[0]
  • Worst hold path type: input pin to output port
  • Cells on Worst Hold Path: 5
  • Hold_sp: B[0]

Job
  • Total tool warning count: 33
  • Max-cap violations: 0

Clock network
  • Setup bufs post-CTS: 0
  • Hold buffer count at CTS: 0
==> stage by stage <==
step                      hold slack (ps)  setup TNS [ps]  area, um^2
after floorplan                      1420               0         148
after global placement               2240           -1450         315
after detailed placement             2250           -1460         315
after CTS                            1960           -59.1         314
after global routing                 1970               0         305
final                                1940               0         305
==> synthesized netlist by cell type, drive strengths merged <==
cell / n
inv: 10
buf: 4
fa: 4
==> cell type report <==
type                            instances  share of cell area
Multi-Input combinational cell          4               0.287
Timing Repair Buffer                   14               0.402
Inverter                               10               0.123
Tap cell                               46               0.189
==> cell families after synthesis <==
group,Yosys count,synth area share
adders and majority gates,4,0.542
buffers and inverters,14,0.458
==> how the worst max path moves through the flow <==
stage | to | from | cells past startpoint
4_1_cts | Sum[3] | B[0] | 10
5_1_grt | Sum[3] | Cin | 10
6_report | Sum[3] | Cin | 10
==> per-layer routing <==
layer,vias up,GRT usage
met5,-,0
met4,0,0
met3,0,0.00682
met1,50,0.0215
met2,14,0.0128
li1,60,-
==> repair_timing <==
item | in CTS | in global routing
setup endpoints to repair | 4 | 2
pin swaps | 3 | 4
resized | 18 | 7
==> power breakdown <==
group	switching (mW)	internal [mW]	total, mW
clock	0	0	0
sequential	0	0	0
combinational	0.0138	0.0275	0.0414
total	0.0138	0.0275	0.0414
==> critical path, delay by kind of cell <==
family | cells | cell delay [ps]
fa+ha+maj | 4 | 1280
buf+inv | 6 | 390
Power figures rest on the tool's default switching activity, not on a simulated workload.
